### run.sh
#!/bin/bash
# OpenROAD 26Q1-2900-gdf79404cd8, Yosys 0.63+post, stock flow scripts
make -C /OpenROAD-flow-scripts/flow DESIGN_CONFIG=/design/flow/config.mk WORK_HOME=/design/flow/orfs finish
### config.mk
export PLATFORM = sky130hd
export DESIGN_NAME = lab3_2
export DESIGN_NICKNAME = lab3_2
export VERILOG_FILES = /design/flow/design.v
export SDC_FILE = /design/flow/constraint.sdc
export NUM_CORES = 4
export LEC_CHECK = 1
export CORE_UTILIZATION = 30
### constraint.sdc
current_design lab3_2

set clk_period 4.1
set clk_io_pct 0.2

create_clock -name clk0 -period $clk_period [get_ports {CLK}]

set non_clock_inputs [all_inputs -no_clocks]
set_input_delay [expr $clk_period * $clk_io_pct] -clock clk0 $non_clock_inputs
set_output_delay [expr $clk_period * $clk_io_pct] -clock clk0 [all_outputs]
### design.v
`timescale 1ns / 1ps 
module lab3_2(
			input[4:0] smartCode,
			input CLK, 
			input lab,  
			input [1:0] mode,  
			output reg [5:0] numOfStuInMera,
			output reg [5:0] numOfStuInDigital,
			output reg restrictionWarnMera, 
			output reg isFullMera,  
			output reg isEmptyMera,  
			output reg unlockMera,	 
			output reg restrictionWarnDigital, 
			output reg isFullDigital,  
			output reg isEmptyDigital,  
			output reg unlockDigital  
	);
	initial begin
			numOfStuInMera=0;
			numOfStuInDigital=0;
			restrictionWarnMera=0;
			isFullMera=0;
			isEmptyMera=1'b1;
			unlockMera=0;		
			restrictionWarnDigital=0;
			isFullDigital=0;
			isEmptyDigital=1'b1;
			unlockDigital=0;
	end
	always @(posedge CLK) begin
	unlockDigital=0;
	unlockMera=0;
	restrictionWarnDigital=0;
	restrictionWarnMera=0;
	if (mode==01) begin
		if (lab==0) begin
			if (numOfStuInDigital<30)begin
				if(numOfStuInDigital<15) begin
					unlockDigital=1;
					numOfStuInDigital=numOfStuInDigital+1;
					isEmptyDigital=0;
				end
				else begin
				    if(smartCode==1) begin
				    unlockDigital=1;
				    numOfStuInDigital=numOfStuInDigital+1;
				    end
				    else if(smartCode==1) begin
				    unlockDigital=1;
				    numOfStuInDigital=numOfStuInDigital+1;
				    end
				    else if(smartCode==4) begin
				    unlockDigital=1;
				    numOfStuInDigital=numOfStuInDigital+1;
				    end
				    else if(smartCode==7) begin
				    unlockDigital=1;
				    numOfStuInDigital=numOfStuInDigital+1;
				    end
				    else if(smartCode==8) begin
				    unlockDigital=1;
				    numOfStuInDigital=numOfStuInDigital+1;
				    end
				    else if(smartCode==11) begin
				    unlockDigital=1;
				    numOfStuInDigital=numOfStuInDigital+1;
				    end
				    else if(smartCode==13) begin
				    unlockDigital=1;
				    numOfStuInDigital=numOfStuInDigital+1;
				    end
				    else if(smartCode==14) begin
				    unlockDigital=1;
				    numOfStuInDigital=numOfStuInDigital+1;
				    end
				    else if(smartCode==16) begin
				    unlockDigital=1;
				    numOfStuInDigital=numOfStuInDigital+1;
				    end
				    else if(smartCode==19) begin
				    unlockDigital=1;
				    numOfStuInDigital=numOfStuInDigital+1;
				    end
				    else if(smartCode==21) begin
				    unlockDigital=1;
				    numOfStuInDigital=numOfStuInDigital+1;
				    end
				    else if(smartCode==22) begin
				    unlockDigital=1;
				    numOfStuInDigital=numOfStuInDigital+1;
				    end
				    else if(smartCode==25) begin
				    unlockDigital=1;
				    numOfStuInDigital=numOfStuInDigital+1;
				    end
				    else if(smartCode==26) begin
				    unlockDigital=1;
				    numOfStuInDigital=numOfStuInDigital+1;
				    end
				    else if(smartCode==28) begin
				    unlockDigital=1;
				    numOfStuInDigital=numOfStuInDigital+1;
				    end
				    else if(smartCode==31) begin
				    unlockDigital=1;
				    numOfStuInDigital=numOfStuInDigital+1;
				    end
				    else begin
				    unlockDigital=0;
				    restrictionWarnDigital=1;
				    end
				end    
				if (numOfStuInDigital==30) begin
				isFullDigital=1;
				end
			end
			else begin
			isFullDigital=1;
			unlockDigital=0;
			end
		end		
		if (lab==1) begin
		    if (numOfStuInMera<30)begin
				if(numOfStuInMera<15) begin
					unlockMera=1;
					numOfStuInMera=numOfStuInMera+1;
					isEmptyMera=0;
				end
				else begin
				    if(smartCode==0) begin
				    unlockMera=1;
				    numOfStuInMera=numOfStuInMera+1;
				    end
				    else if(smartCode==3) begin
				    unlockMera=1;
				    numOfStuInMera=numOfStuInMera+1;
				    end
				    else if(smartCode==5) begin
				    unlockMera=1;
				    numOfStuInMera=numOfStuInMera+1;
				    end
				    else if(smartCode==6) begin
				    unlockMera=1;
				    numOfStuInMera=numOfStuInMera+1;
				    end
				    else if(smartCode==9) begin
				    unlockMera=1;
				    numOfStuInMera=numOfStuInMera+1;
				    end
				    else if(smartCode==10) begin
				    unlockMera=1;
				    numOfStuInMera=numOfStuInMera+1;
				    end
				    else if(smartCode==12) begin
				    unlockMera=1;
				    numOfStuInMera=numOfStuInMera+1;
				    end
				    else if(smartCode==15) begin
				    unlockMera=1;
				    numOfStuInMera=numOfStuInMera+1;
				    end
				    else if(smartCode==17) begin
				    unlockMera=1;
				    numOfStuInMera=numOfStuInMera+1;
				    end
				    else if(smartCode==18) begin
				    unlockMera=1;
				    numOfStuInMera=numOfStuInMera+1;
				    end
				    else if(smartCode==20) begin
				    unlockMera=1;
				    numOfStuInMera=numOfStuInMera+1;
				    end
				    else if(smartCode==23) begin
				    unlockMera=1;
				    numOfStuInMera=numOfStuInMera+1;
				    end
				    else if(smartCode==24) begin
				    unlockMera=1;
				    numOfStuInMera=numOfStuInMera+1;
				    end
				    else if(smartCode==27) begin
				    unlockMera=1;
				    numOfStuInMera=numOfStuInMera+1;
				    end
				    else if(smartCode==29) begin
				    unlockMera=1;
				    numOfStuInMera=numOfStuInMera+1;
				    end
				    else if(smartCode==30) begin
				    unlockMera=1;
				    numOfStuInMera=numOfStuInMera+1;
				    end
				    else begin
				    unlockMera=0;
				    restrictionWarnMera=1;
				    end
				end    
				if (numOfStuInMera==30) begin
				isFullMera=1;
				end
			end
			else begin
			isFullMera=1;
			unlockMera=0;
			end
		end
	end					
	if (mode==00) begin
	    if(lab==0) begin
	        if(numOfStuInDigital>0) begin
	        unlockDigital=1;
	        numOfStuInDigital=numOfStuInDigital-1;
	            if(numOfStuInDigital==0) begin
	            isEmptyDigital=1;
	            end
	        end
	        else begin
	        isEmptyDigital=1;
	        end
	    end   
	    else begin
	        if(numOfStuInMera>0) begin
	        unlockMera=1;
	        numOfStuInMera=numOfStuInMera-1;
	            if(numOfStuInMera==0) begin
	            isEmptyMera=1;
	            end
	        end
	        else begin
	        isEmptyMera=1;
	        end
	    end  
	end
	if (mode==10) begin
	unlockDigital=0;
	unlockMera=0;
	restrictionWarnDigital=0;
	restrictionWarnMera=0;
	end
	if (mode==11) begin
	unlockDigital=0;
	unlockMera=0;
	restrictionWarnDigital=0;
	restrictionWarnMera=0;
	end
end	
endmodule
==> results.txt <==
run metrics: post-synthesis simple-gate area fraction 0.2432, Synth area leaders dfxtp_1 22%, ha_1 6.0%, nand2_1 5.9%, worst setup path start smartCode[4], Worst Reg-to-Reg Cells 11, placed insts 286, postcts setup bufs 0, Pwr per Cell Area 670.6 nW/µm², Post-Syn Area per Cell 8.591 µm², fin cells 290, Rows 26, TritonCTS Buffers 3, CP Class in2reg, Vias 1,422, area fraction in mux cells 0.08408, cell type with the largest total area dfxtp_1, Post-Route WL 3563 µm, Layout area overhead 23.35%, Final Wtd Congestion 0.8576, Yosys Chip Area 1667 µm², max cap viols 0, crit path capture type register, HPWL after DPL 2720 µm, r2r startpoint numOfStuInMera[0], Post-synth top cells 26 x nand2_1, 18 x dfxtp_1, 12 x nor2_1, Clock Tree Buf Depth 2, Inserted Diodes 0, Log Warnings 29, Crit Reg-Reg Endpoint numOfStuInMera[1], Worst Path Required 4.29 ns, Fin. Hold Viols 0, Yosys top cell area share 0.2162, Post-Synth Adder-Cell Area 0.06006, final setup violation count 0, # resized after CTS 0, Tightest Pin Transition 0.6905 ns, Leak 0.7833 nW, final period utilization 0.8588, max_slew headroom 0.5361, synth unique cells 59, Arr. time, crit path 3.71 ns, Synth Register Bits 20, clock sinks 20, Post-synth ARST share 0, share of cells above drive strength 1 0.1136, wire per inst 12.29 µm, Post-Syn Instances 194, Routed Antenna Nets 0, clock latency at the later pin of the worst-skew pair 0.26 ns, hold slack 0.4962 ns, critical path endpoint numOfStuInMera[1], drt via density 4.903, XOR/XNOR Area Share 0.1284, worst reg-to-reg setup slack 1.22 ns, fp_density 0.3182, H-tree levels 1, Die Span X 76.54 µm, register share after synthesis 0.2523, I/O pin count 29, Die ar. 5858 µm², Worst-path clk slew 0.08 ns, ys flop type dfxtp_1, fmax 284.0 MHz, AO/OA Area Share 0.1952, RSZ-0062 raised after global routing no, drt initial violations 101, CP Max Fanout 6, gr ovfl total 0, Final Max Tran Viols 0, Filler Cell Count 526, Worst Skew 0.001246 ns, hold-fix buffers at CTS 0, vias in the first global route 1,357, comb area leader simple AND/OR/NAND/NOR gates, Synth warnings 1, status finished, final reports clean, first-pass GRT wire length 6437 µm, cell count in the Yosys report 194, Pre-antenna DRT Iters 4, TritonCTS clock tree done, crit start category primary input, IO buf count 28, VDD IR max 0.3835 mV, Post-Syn Area 1667 µm², antenna violations before repair 0, core area 5238 µm², EDFF count, synth 2, overall die height 76.54 µm, Final Power 0.001378 W, minimum clock period 3.521 ns, root buffer cell clkbuf_8, Tot GR Track Use 0.1355, most frequent cell after synthesis nand2_1, Hold Crit Class reg2reg, number of remaining DRC errors 0, largest net degree at the start of global routing 17, setup TNS 0 ns
## cell families (layout without fill, tap and decap cells)
| kind of cell | Yosys count | after routing |
|---|---|---|
| AND-OR/OR-AND | 43 | 43 |
| XOR/XNOR | 18 | 18 |
| adder cells (fa/ha/maj) | 8 | 8 |
| buffers and inverters | 14 | 40 |
| flip-flops | 20 | 20 |
| multiplexers | 13 | 13 |
| AND/OR/NAND/NOR | 78 | 78 |
## how the worst min path moves through the flow
stage                     startpoint              to  slack, ns  cells past startpoint
after CTS             isEmptyDigital  isEmptyDigital       0.50                      2
after global routing  isEmptyDigital  isEmptyDigital       0.55                      2
final                 isEmptyDigital  isEmptyDigital       0.50                      2
## critical path: stages
cell	delay, ns
clkdlybuf4s50_1	0.51
xnor3_2	0.48
xor2_2	0.32
nand2_1	0.15
nand2_1	0.19
mux2i_1	0.38
ha_1	0.30
inv_1	0.06
nor2_1	0.13
a21o_1	0.19
mux2i_1	0.18
## metrics by stage
| step | worst slack [ns] | area, µm² | util |
|---|---|---|---|
| 4_1_cts | 0.5827 | 2056 | 0.3925 |
| 3_5_place_dp | 0.2952 | 2011 | 0.3839 |
| 6_report | 0.5790 | 2056 | 0.3925 |
| 5_1_grt | 0.2768 | 2056 | 0.3925 |
| 3_3_place_gp | 0.3461 | 2011 | 0.3839 |
| 2_1_floorplan | 1.077 | 1667 | - |
## layout make-up
class,instances,area (µm²),area share
multi-input cells,160,1185,0.5764
clock buffers,3,41.29,0.02009
clock inverters,1,3.754,0.001826
repair buffers,30,295.3,0.1436
inverters,6,22.52,0.01096
flip-flops and latches,20,420.4,0.2045
well taps,70,87.58,0.04261
## layer usage
| layer | up-vias | wire (µm) | GRT usage |
|---|---|---|---|
| li1 | 755 | - | - |
| met1 | 629 | 1812 | 0.2076 |
| met2 | 36 | 1549 | 0.2081 |
| met3 | 2 | 178 | 0.02555 |
| met4 | 0 | 22 | 0.01154 |
| met5 | - | 0 | 0 |
## sequential cells by signal (all words and copies together), names as in the netlist
| name | cells |
|---|---|
| restrictionWarnMera | 1 |
| numOfStuInMera | 6 |
| unlockMera | 1 |
| isEmptyDigital | 1 |
| isEmptyMera | 1 |
| isFullMera | 1 |
| unlockDigital | 1 |
| restrictionWarnDigital | 1 |
| isFullDigital | 1 |
| numOfStuInDigital | 6 |
## where the power goes
part	internal [W]	leakage (nW)	switching, W
registers	0.000279	0.169	0.000168
clock network	0.0000667	0.0231	0.0000682
logic	0.000427	0.592	0.000370
## placed cells by master, fill, tap and decap left out, types with 6 or more instances in the layout
cell / n
clkdlybuf4s50_1: 28
xnor2_1: 10
inv_1: 6
nand3_1: 7
nor3_1: 6
dfxtp_1: 18
nor2_1: 12
nand2_1: 26
a21oi_1: 6
ha_1: 8
o21ai_0: 6
mux2i_1: 8
Power and IR drop assume default switching activity.
